File: flow/design.v
module 
	baudrate_gen
	#(
	parameter  N= 326
	)
	(
		input clk, rst,
		output bd_tick
	);				   
	localparam WIDTH = log2(N);
	reg [WIDTH-1:0] cnt_r;
	always@(posedge(clk), posedge(rst))
		if(rst)			   
			cnt_r <= {WIDTH{1'b0} };
		else
			begin
				if(cnt_r == N-1)
					cnt_r = {WIDTH{1'b0} };
				else
					cnt_r <= cnt_r + 1;
			end	
	assign bd_tick = (cnt_r == N-1)? 1'b1:1'b0;
	function integer log2(input integer n);
		integer i;
	begin
		log2 = 1;
		for (i = 0; 2**i < n; i = i + 1)
			log2 = i + 1;
	end
	endfunction
endmodule
module key2ascii
	(
	input [7:0] scan_code,
	output reg [7:0] ascii
	);
	always_comb
	begin
		case (scan_code)
			8'h45: ascii = 8'h30;    
			8'h16: ascii = 8'h31;    
			8'h1e: ascii = 8'h32;    
			8'h26: ascii = 8'h33;    
			8'h25: ascii = 8'h34;    
			8'h2e: ascii = 8'h35;    
			8'h36: ascii = 8'h36;    
			8'h3d: ascii = 8'h37;    
			8'h3e: ascii = 8'h38;    
			8'h46: ascii = 8'h39;    
			8'h1c: ascii = 8'h41;    
			8'h32: ascii = 8'h42;    
			8'h21: ascii = 8'h43;    
			8'h23: ascii = 8'h44;    
			8'h24: ascii = 8'h45;    
			8'h2b: ascii = 8'h46;    
			8'h34: ascii = 8'h47;    
			8'h33: ascii = 8'h48;    
			8'h43: ascii = 8'h49;    
			8'h3b: ascii = 8'h4a;    
			8'h42: ascii = 8'h4b;    
			8'h4b: ascii = 8'h4c;    
			8'h3a: ascii = 8'h4d;    
			8'h31: ascii = 8'h4e;    
			8'h44: ascii = 8'h4f;    
			8'h4d: ascii = 8'h50;    
			8'h15: ascii = 8'h51;    
			8'h2d: ascii = 8'h52;    
			8'h1b: ascii = 8'h53;    
			8'h2c: ascii = 8'h54;    
			8'h3c: ascii = 8'h55;    
			8'h2a: ascii = 8'h56;    
			8'h1d: ascii = 8'h57;    
			8'h22: ascii = 8'h58;    
			8'h35: ascii = 8'h59;    
			8'h1a: ascii = 8'h5a;    
			8'h0e: ascii = 8'h60;    
			8'h4e: ascii = 8'h2d;    
			8'h55: ascii = 8'h3d;    
			8'h54: ascii = 8'h5b;    
			8'h5b: ascii = 8'h5d;    
			8'h5d: ascii = 8'h5c;    
			8'h4c: ascii = 8'h3b;    
			8'h52: ascii = 8'h27;    
			8'h41: ascii = 8'h2c;    
			8'h49: ascii = 8'h2e;    
			8'h4a: ascii = 8'h2f;    
			8'h29: ascii = 8'h20;    
			8'h5a: ascii = 8'h0d;    
			8'h66: ascii = 8'h08;    
			default: ascii = 8'h2a;  
		endcase	
	end
endmodule
module ps2_key
	#(
	parameter N=8
	)
	(
		input clk, rst,
		input en,
		input ps2c, ps2d,
		output done,
		output [7:0] ascii
	);							  
	localparam		BREAK_CODE = 8'hF0;	  
	typedef enum
	{		   
		KEY_S_WAIT_BREAK,
		KEY_S_GET_SCAN_CODE
	}KEY_STATE;
	wire rx_done;
	wire [7:0] rx_data;
	wire [7:0] ascii_code;		
	reg ascii_ready;	
	KEY_STATE state_r, state_n;
	ps2_rx
	#(
	.FILTER_STEPS(N)
	)
	rx_inst
	(
		.clk(clk),
		.rst(rst),
		.en(en),
		.ps2c(ps2c),
		.ps2d(ps2d),
		.done(rx_done),
		.data(rx_data)
	);		
	key2ascii
	key_2_asc_ins
	(
		.scan_code(rx_data),
		.ascii(ascii_code)
	);
	always_ff@(posedge(clk), posedge(rst))
	if(rst)
		state_r <= KEY_S_WAIT_BREAK;
	else
		state_r <= state_n;
	always_comb
	begin
		state_n = state_r;
		ascii_ready = 1'b0;
		case (state_r)
			KEY_S_WAIT_BREAK:
				begin  
					if(rx_done && rx_data == BREAK_CODE)
						state_n = KEY_S_GET_SCAN_CODE;
				end
			KEY_S_GET_SCAN_CODE:
				begin
					if(rx_done )  
						begin
							ascii_ready = 1'b1;
							state_n = KEY_S_WAIT_BREAK;
						end	
				end
			default:
			begin
			end
		endcase
	end	
	assign ascii = ascii_code;
	assign done = ascii_ready;
endmodule
module ps2_rx 
	#(parameter
	FILTER_STEPS = 8
	)
	(
		input clk, rst,
		input ps2c,
		input ps2d,
		input en,	 
		output done,
		output [7:0] data
	);		 			 
	localparam RX_BITS = 10;	 
	typedef	enum 
	{
		S_IDLE, 
		S_DATA,
		S_DONE
	}state_t; 
	state_t		state_r, state_n;
	reg [FILTER_STEPS-1:0] filter_r;   
	reg [3:0] data_idx_r;		  
	reg [RX_BITS-1:0] rx_data_r;
	reg [FILTER_STEPS-1:0] filter_n; 
	reg [3:0] data_idx_n;
	reg [RX_BITS-1:0] rx_data_n;
	wire falling_edge_clk;  
	reg [1:0] falls; 
	wire falling;
	always_ff@(posedge(clk), posedge(rst))
		if(rst)
			begin
				state_r <= S_IDLE;
				filter_r <= {(FILTER_STEPS-1){1'b0}}; 
				rx_data_r <= {(RX_BITS-1){1'b0}};
				data_idx_r <= 4'b0000;
				falls <= 2'b00;
			end
		else
			begin
				state_r <= state_n;
				filter_r <= filter_n;	
				data_idx_r <= data_idx_n; 
				rx_data_r <= rx_data_n;
				falls[1] <= falls[0];
				falls[0] <= falling;
			end
	assign filter_n = {ps2c, filter_r[FILTER_STEPS-1:1]};
	assign falling = (filter_r == {(FILTER_STEPS-1){1'b1}} ) ? 1'b1:
			(filter_r == {(FILTER_STEPS-1){1'b0}})? 1'b0: falls[0];
	assign falling_edge_clk = falls[1] & ~ falls[0];
	always_comb
	begin
		state_n = state_r;	
		data_idx_n = data_idx_r;
		rx_data_n = rx_data_r;
		casex (state_r)
			S_IDLE:
			begin						  
				if(en & falling_edge_clk) 
					begin
						state_n = S_DATA;
						rx_data_n <= {(RX_BITS-1){1'b0}};  
					end	
			end	
			S_DATA:
			begin
				if(falling_edge_clk)  
					begin 
						if(data_idx_r == RX_BITS -1 ) 
							begin
								state_n = S_DONE;  
								data_idx_n = 4'b0000;
							end	
						else				 
							begin
								data_idx_n = data_idx_r + 1;
							end	
						rx_data_n = {ps2d, rx_data_r[RX_BITS-1:1]};							
					end	
			end
			S_DONE:
			begin
				state_n = S_IDLE;
			end
			default:
			begin
			end
		endcase	
	end
	assign done = (state_r == S_DONE)? 1'b1: 1'b0;
	assign data = (state_r == S_DONE)? rx_data_r[7:0]: 8'bz;
endmodule 
File: flow/constraint.sdc
current_design ps2_key

set clk_period 2.6
set clk_io_pct 0.2

create_clock -name clk0 -period $clk_period [get_ports {clk}]

set non_clock_inputs [all_inputs -no_clocks]
set_input_delay [expr $clk_period * $clk_io_pct] -clock clk0 $non_clock_inputs
set_output_delay [expr $clk_period * $clk_io_pct] -clock clk0 [all_outputs]
File: flow/run.sh
#!/bin/bash
# OpenROAD 26Q1-2900-gdf79404cd8, Yosys 0.63+post, stock flow scripts
make -C /OpenROAD-flow-scripts/flow DESIGN_CONFIG=/design/flow/config.mk WORK_HOME=/design/flow/orfs finish
File: flow/config.mk
export PLATFORM = sky130hd
export DESIGN_NAME = ps2_key
export DESIGN_NICKNAME = ps2_key
export VERILOG_FILES = /design/flow/design.v
export SDC_FILE = /design/flow/constraint.sdc
export NUM_CORES = 4
export LEC_CHECK = 1
export CORE_UTILIZATION = 50
==> results.ini <==
[status]
status=complete, but fails checks
violations=negative setup slack

[synthesis]
top_cells_by_count=dfrtp_1, o21ai_0, nand2_1, nand3_1, nor2_1
netlist_instances=244
ys_chip_area_um2=2069
ys_seq_share_pct=35.19
edf_count=0
yosys-stat-cells=244
top_area_cell=dfrtp_1
synth_cell_type_count=52
ys_ff=29
synth-main-ff-cell=dfrtp_1
ys_async_sr_fraction_pct=100.0
topCellsByArea=dfrtp_1, o21ai_0, ha_1
most_common_cell=dfrtp_1
syn_avg_cell_area_um2=8.481
syn-cell-area_um2=2069
top_area_share_pct=32.65
yosys_warnings=5

[clock_tree]
clockBufferDepth=2
clkTransAtPathRegs_ps=60
htreeDepth=2
cts-root-buf=clkbuf_8
clock_latency_ps=270
hold_buffers=0
cts_tree=yes
cts.sinks=29
numCtsBuffers=5

[critical_path]
rr_endpoint=rx_inst.data_idx_r[3]
worstPathArrival_ps=2090
worstSetupPathType=register to primary output
rr_worst_depth=5
critPathLaunchType=register
cp.required_ps=2080
worstPathMaxFanout=4
regToRegSetupSlack_ps=1070
cp-end-kind=primary output
r2r-start=rx_inst.falls[0]

[hold_path]
worstHoldStart=rx_inst.filter_r[7]
whs_endpoint=rx_inst.filter_r[6]
hold_class=register to register
hold_depth=0

[sta]
skew_ps=6.439
finalHoldViolations=0
rsz0062_at_grt=true
drv_slew=0
fin_ws_ps=-6.756
max_freq_mhz=383.6
setup_tns_ps=-6.756
setup_viol=1
max-slew-margin-rel_pct=62.27
holdWs_ps=385.2
tightest_slew_ps=565.3
period_used_pct=100.3
period_needed_ps=2607

[placed_design]
port_buffers=12
gp_congestion=0.9869
place_hpwl_mm=4.319
place_inst=325

[floorplanning]
core_area_um2=4000
rows=23
dieWidth_um=66.34
ios=14
dieArea_um2=4400
die_h_um=66.34
fp-utilization_pct=51.74

[power_and_ir_drop]
p_leak_uw=0.001215
total_power_uw=819.5
irDropWorstVdd_mv=0.5407
p_per_area_nw_per_um2=283.3

[global_route]
antenna_found_initial=0
grt_max_degree=25
grt_pass1_wl_mm=9.839
grt-ovfl-total=0
grt_pass1_vias=2025
grt_usage_pct=31.48

[layout]
fin_cells=350
utilization_pct=72.32
fillCellCount=269
mi_logic_area_um2=1401
post_route_cells_drive_above_1_share_pct=38.00
syn_to_final_growth_pct=39.78
flop_area_um2=730.7

[route]
first_pass_iters=4
post_drt_wl_per_cell_um=17.99
ant_nets=0
drc=0
avgViaCountPerCell=6.091
routed_wl_mm=6.295
drtIter0Drc=180
vias=2132
n_antenna_cell=0

[run]
max_cap_violations=0
warnings=33

==> placed cells by master (no fill, tap or decap), drive strengths merged, types with 3 or more instances in the layout <==
master	instances
buf	55
dfrtp	27
o21ai	26
nand2	20
nand3	19
nor2	18
inv	13
nor2b	11
a21oi	11
clkbuf	10
o211ai	8
ha	8
nor3	7
a21o	5
clkdlybuf4s50	5
mux2i	5
nand4	3
a31oi	3
a221o	3
o41ai	3
clkinv	3
==> registers in the layout, summed over array words and instances (netlist names) <==
name / flops
rx_inst.data_idx_r: 4
rx_inst.falls: 2
rx_inst.filter_r: 8
rx_inst.rx_data_r: 10
rx_inst.state_r: 3
state_r: 2
==> per-stage QoR <==
step	worst slack (ps)	cell area (um2)
after global routing	-130.4	2893
after global placement	-254.2	2432
after floorplan	420.7	2069
after CTS	-112.2	2771
final	-6.756	2893
after detailed placement	-143.7	2432
==> layout make-up <==
cell class / count / share of cell area, %
multi-input cells: 184 / 48.44
well taps: 50 / 2.163
inverters: 14 / 1.990
clock inverters: 3 / 0.6055
repair buffers: 65 / 19.16
flip-flops and latches: 29 / 25.26
clock buffers: 5 / 2.379
==> report_power, final <==
part	internal [uW]	total (uW)	leakage [uW]	switching, uW
Clock	184	339	0.0000439	155
Sequential	458	463	0.000316	4.55
Combinational	7.52	17.5	0.000855	10.0
==> what timing repair did <==
action,in CTS,in global routing
buffers inserted,12,6
setup endpoints to repair,7,7
pin swaps,26,27
resized,52,33
==> metal layers <==
metal	wire length, um	vias to the layer above	GRT usage (%)
met2	3070	91	49.36
met3	332	20	2.273
met1	2629	1021	46.70
li1	-	1000	-
met4	263	0	12.77
met5	0	-	0
==> cell families after synthesis <==
group,after synthesis,share of synthesized area (%)
mux,6,2.963
simple gates,89,21.46
xor+xnor,2,0.8466
fa+ha+maj,8,4.837
other cells,1,0.1812
flops,29,35.19
compound gates,78,25.82
buf+inv,31,8.706
==> worst max-delay path: stages, from the launching register on <==
cell and delay [ps]:
dfrtp_2 410, clkinv_4 80, buf_6 120, ha_4 280
nand2_4 50, o311a_1 310, buf_4 150, a221oi_2 220
a21oi_1 60, buf_2 120
==> worst max-delay path by stage <==
| stage | startpoint | end | depth (start not counted) |
|---|---|---|---|
| after CTS | rx_inst.rx_data_r[1] | ascii[6] | 9 |
| after global routing | rx_inst.rx_data_r[1] | ascii[3] | 9 |
| final | rx_inst.rx_data_r[1] | ascii[3] | 9 |
Power and IR drop assume default switching activity.
