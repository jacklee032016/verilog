--- flow/run.sh ---
#!/bin/bash
# OpenROAD 26Q1-2900-gdf79404cd8, Yosys 0.63+post, stock flow scripts
make -C /OpenROAD-flow-scripts/flow DESIGN_CONFIG=/design/flow/config.mk WORK_HOME=/design/flow/orfs finish
--- flow/config.mk ---
export PLATFORM = sky130hd
export DESIGN_NAME = SpiFlash
export DESIGN_NICKNAME = SpiFlash
export VERILOG_FILES = /design/flow/design.v
export SDC_FILE = /design/flow/constraint.sdc
export NUM_CORES = 4
export LEC_CHECK = 1
export CORE_UTILIZATION = 50
--- flow/constraint.sdc ---
current_design SpiFlash

set clk_period 5.4
set clk_io_pct 0.2

create_clock -name clk0 -period $clk_period [get_ports {iClk}]

set non_clock_inputs [all_inputs -no_clocks]
set_input_delay [expr $clk_period * $clk_io_pct] -clock clk0 $non_clock_inputs
set_output_delay [expr $clk_period * $clk_io_pct] -clock clk0 [all_outputs]
--- flow/design.v ---
module 
	baudrate_gen
	#(
	parameter  N= 326
	)
	(
		input clk, rst,
		output bd_tick
	);				   
	localparam WIDTH = log2(N);
	reg [WIDTH-1:0] cnt_r;
	always@(posedge(clk), posedge(rst))
		if(rst)			   
			cnt_r <= {WIDTH{1'b0} };
		else
			begin
				if(cnt_r == N-1)
					cnt_r = {WIDTH{1'b0} };
				else
					cnt_r <= cnt_r + 1;
			end	
	assign bd_tick = (cnt_r == N-1)? 1'b1:1'b0;
	function integer log2(input integer n);
		integer i;
	begin
		log2 = 1;
		for (i = 0; 2**i < n; i = i + 1)
			log2 = i + 1;
	end
	endfunction
endmodule
module SpiFlash
	#(
	parameter CLK_COUNT_HALF_PERIOD = 4
	)						 
	(
		input logic			iClk,
		input logic			iRst,
		input logic			iWr,
		input logic 		iRd,
		input logic [31:0]	iAddr,  
		input logic [7:0] 	iDataIn,   
		output logic [7:0]	oDataOut,  
		output logic 		oDone,
		output	logic 		oSpiCs,
		output	logic		oSpiClk,
		output	logic		oSpiMosi,
		input	logic		iSpiMiso
	);
	localparam [7:0] 
		NOP			= 8'hFF,		 
		WR_EN		= 8'h06,		 
		WR_DI		= 8'h04,		 
		RD_SR		= 8'h05,		 
		WR_SR		= 8'h01,		 
		RD_CMD		= 8'h03,		 
		FAST_RD		= 8'h0B,		 
		PAGE_PRO	= 8'h02,		 
		SEC_ERASE 	= 8'hD8,		 
		BLOCK_ERASE	= 8'hC7,		 
		DEEP_DOWN 	= 8'hB9,		 
		READ_SIG 	= 8'hAB; 		 
	typedef	enum
	{			 
		S_IDLE,
		S_CMD,
		S_ADDR_3,
		S_ADDR_2,
		S_ADDR_1,
		S_ADDR_0,
		S_READ,
		S_WRITE,
		S_DONE
	}FLASH_STATE;
	FLASH_STATE	rState;
	FLASH_STATE	wStateNext;
	logic [31:0] rAddress, wAddress;
	logic [7:0] rWrData, wWrData;
	logic [7:0] rDataToFlash;
	logic [7:0] wDataToFlash;
	logic rIsRead;
	logic wIsRead;
	logic [7:0]	rRdData, wRdData;
	logic rSpiStart;
	logic wSpiStart;
	logic rSpiCs, wSpiCs;
	logic [7:0]	wDataFromFlash;
	logic wSpiDone;	 
	SpiMaster
	#(
	.CLK_DIV_COUNT(CLK_COUNT_HALF_PERIOD)
	)
	spi_minst
	( 
		.iClk(iClk),
		.iRst(iRst),
		.iCpol(1'b1),
		.iCpha(1'b1),
		.iDin(rDataToFlash),
		.iStart(rSpiStart),
		.oDout(wDataFromFlash),
		.oReady(wSpiDone),
		.oSpiClk(oSpiClk),
		.oSpiMosi(oSpiMosi),
		.iSpiMiso(iSpiMiso)
	);
	always_ff@(posedge iClk or posedge iRst)
	begin
		if(iRst) begin
			rState <= S_IDLE;		
			rAddress <= 0;
			rDataToFlash <= 8'h0;
			rIsRead <= 1'b0;	 
			rSpiStart <= 1'b0;
			rWrData <= 8'hz;  
			rRdData <= 8'hz;
			rSpiCs <= 1'b1;
		end
		else begin
			rState <= wStateNext;
			rAddress = wAddress;
			rDataToFlash <= wDataToFlash;
			rIsRead = wIsRead;
			rSpiStart <= wSpiStart;
			rWrData <= wWrData;	   
			rRdData <= wRdData;
			rSpiCs <= wSpiCs;
		end
	end
	always_comb
	begin		
		wStateNext = rState;	
		wAddress = rAddress;
		wDataToFlash = rDataToFlash;		 
		wIsRead = rIsRead;	  
		wSpiStart = rSpiStart;
		wWrData = rWrData;
		wRdData = rRdData;	
		wSpiCs = rSpiCs;
		case (rState)
			S_IDLE: begin 
				wSpiCs = 1'b1;  
				if(iWr || iRd) begin 
					wSpiCs = 1'b0;
					wStateNext = S_CMD;
					wAddress = iAddr;
					wSpiStart = 1'b1;	 
					if(iRd) begin
						wIsRead = 1'b1;
						wDataToFlash = RD_CMD;
					end	
					else begin
						wIsRead = 1'b0;
						wDataToFlash = PAGE_PRO;
						wWrData = iDataIn;
 					end	
				end
			end
			S_CMD: begin
				wSpiStart = 1'b0;
				if(wSpiDone) begin
					wSpiStart = 1'b1;  
					wStateNext = S_ADDR_2;
					wDataToFlash = rAddress[23:16];
				end
			end
			S_ADDR_3: begin
				wSpiStart = 1'b0;  
				if(wSpiDone) begin
					wStateNext = S_ADDR_2;
					wSpiStart = 1'b1;
					wDataToFlash = rAddress[23:16];
				end	
			end
			S_ADDR_2: begin		
				wSpiStart = 1'b0;  
				if(wSpiDone) begin
					wStateNext = S_ADDR_1;
					wSpiStart = 1'b1;
					wDataToFlash = rAddress[15:8];
				end	
			end
			S_ADDR_1: begin
				wSpiStart = 1'b0;  
				if(wSpiDone) begin
					wStateNext = S_ADDR_0;
					wSpiStart = 1'b1;
					wDataToFlash = rAddress[7:0];
				end	
			end
			S_ADDR_0: begin
				wSpiStart = 1'b0;  
				if(wSpiDone) begin  
					wSpiStart = 1'b1;   
					if(rIsRead) begin   
						wStateNext = S_READ;
					end	
					else begin
						wStateNext = S_WRITE;
						wDataToFlash = rWrData;  
					end	
				end	
			end
			S_READ: begin
				wSpiStart = 1'b0;  
				if(wSpiDone) begin
					wStateNext = S_DONE;
					wRdData = wDataFromFlash; 
				end	
			end
			S_WRITE: begin
				wSpiStart = 1'b0; 
				if(wSpiDone) begin 
					wStateNext = S_DONE;
				end	
			end
			S_DONE: begin
				wSpiStart = 1'b0;	   
				wStateNext = S_IDLE;
			end
		endcase
	end
	assign oDataOut = (rState==S_DONE)?rRdData:8'hz;  
	assign oDone = (rState==S_DONE)?1'b1:1'b0;
	assign oSpiCs = rSpiCs;
endmodule
module SpiMaster
	#(
	parameter CLK_DIV_COUNT = 10	 
	)
	( 						
		input iClk,
		input iRst,
		input iCpol,
		input iCpha,
		input	[7:0] iDin,
		input	iStart,
		output	[7:0] oDout,
		output	oReady,
		output	oSpiClk,
		output	oSpiMosi,
		input	iSpiMiso
	);					
	logic [$clog2(CLK_DIV_COUNT*2)-1:0] rClkCnt;
	logic [$clog2(CLK_DIV_COUNT*2)-1:0] wClkCnt;
	typedef	enum
	{			 
		S_IDLE,
		S_WAIT,
		S_PHASE0,
		S_PHASE1
	}SPI_M_STATE;
	SPI_M_STATE  rState;
	SPI_M_STATE wStateNext;
	logic [7:0] rDataMosi; 
	logic [7:0] rDataMiso;	 
	logic [7:0] wDataMosi;
	logic [7:0] wDataMiso;
	logic rSpiClk;
	logic [2:0] rBitCnt;
	logic rDone;
	logic wSpiClk;
	logic [2:0]	wBitCnt;
	logic wDone;
	wire wClk; 
	always_ff@(posedge iClk or posedge iRst)
	begin
		if(iRst) begin
			rState <= S_IDLE;
			rClkCnt <= 0; 
			rSpiClk <= (iCpol)?1'b1:1'b0;  
			rBitCnt <= 3'h0;	
			rDone <= 1'b0;
			rDataMosi <= 8'h0;
			rDataMiso <= 8'h0;
		end						   
		else begin
			rState <= wStateNext;
			rClkCnt <= wClkCnt;
			rSpiClk <= wSpiClk;
			rBitCnt <= wBitCnt;
			rDone <= wDone;	
			rDataMosi <= wDataMosi;
			rDataMiso <= wDataMiso;
		end
	end
	always_comb
	begin
		wStateNext = rState;
		wClkCnt = rClkCnt;	
		wBitCnt = rBitCnt;	
		wDone = rDone;	 
		wDataMosi = rDataMosi;
		wDataMiso = rDataMiso;
		case (rState)
			S_IDLE:			
			begin		 
				wClkCnt = 0;
				wDone = 1'b0;
				if(iStart)
					begin	 
						wDataMosi = iDin;
						wBitCnt = 3'h0;	
						if(iCpha)  
							begin
								wStateNext = S_WAIT;
							end	
						else
							wStateNext = S_PHASE0;
					end
			end		 
			S_WAIT:
			begin	 
				if(rClkCnt == CLK_DIV_COUNT-1 ) begin
					wStateNext = S_PHASE0;
					wClkCnt = 0;
				end
				else begin
					wClkCnt = rClkCnt +1;
				end
			end
			S_PHASE0:
			begin				
				if(rClkCnt == CLK_DIV_COUNT-1) begin	 
					wDataMiso = {rDataMiso[6:0], iSpiMiso};
					wStateNext = S_PHASE1;
					wClkCnt = 0;
				end
				else begin		
					wClkCnt = rClkCnt + 1;
				end
			end
			S_PHASE1:
			begin					   
				if(rClkCnt == CLK_DIV_COUNT-1) begin
					wDataMosi = {rDataMosi[6:0], 1'b1};
					if(rBitCnt == 7) begin  
						wStateNext = S_IDLE;
						wDone = 1'b1;  
						wBitCnt = 0;	
					end	
					else begin
						wStateNext = S_PHASE0;  
						wBitCnt = rBitCnt + 1;
					end
					wClkCnt = 0;
				end
				else begin
					wClkCnt = rClkCnt + 1;
				end
			end
		endcase
	end	
	assign wClk = (rState==S_PHASE0 && iCpha) || (rState==S_PHASE1 && ~iCpha);  
	assign wSpiClk = (iCpol)?~wClk:wClk; 
	assign oDout  = (rDone)?rDataMiso:8'hz;
	assign oReady = rDone;
	assign oSpiClk = rSpiClk;
	assign oSpiMosi = rDataMosi[7];	
endmodule
==> CHANGELOG.md <==
## Implementation

- FF+latch area: roughly 2200 µm²
- Core area: a little under 7000 µm²
- Maximum operating frequency: 388.4 MHz
- Tightest Hold Check Type: flip-flop to flip-flop
- Cell accounting for the most synthesized area: dfrtp_1
- ANT nets after route: 0
- FP Core Util: 52.63%
- # setup viols final: 0
- Leakage: 2.143 nW
- Adder-cell share of the synthesized area: under 10%
- CTS Buf Count: 9
- VDD IR max: between 200 and 250 µV
- Synth Cell Area: ~3700 µm²
- Die Area: approximately 7700 µm²
- Pin count of the biggest net entering global routing: ~57
- Hold Vio Cnt, Final: 0
- DR vias/cell: between 5 and 6
- Top-level I/O count: ~57
- Top-area cell share: a little under three fifths
- Seq share, synth: between 50 and 60%
- Die height: 87.50 µm
- DR iter-0 viols: just under 80
- PD cells: between 200 and 300 nW/µm²
- Number of global-route vias before repair: roughly 2,100
- Worst Tran Pin Value: between 0.6 and 0.7 ns
- CTS sink count: 87
- Status: finished clean
- Number of cell rows: 30
- Registers, synthesis: between 80 and 90
- Mapped Cells: between 200 and 300
- Hold Path End: spi_minst.rSpiClk
- Post-synthesis cell type count: 35
- WL per Instance: about 14 µm
- Yosys warns: 7
- Area after DPL: ~4200 µm²
- Syn-to-layout area delta: 21.53%
- Syn Area/Cell: ~13 µm²
- PortBufs: approximately 48
- Worst setup path class: input port to flip-flop
- Xor/xnor share: 0%
- Max cap viols: 0
- Clock Skews: between 0.008 and 0.009 ns
- Reg2reg start: rState[4]
- Worst setup EP type: flip-flop
- Tally of OpenROAD warnings: 34
- Slew HR: 53.44%
- CP max FO: 8
- Drt drc: 0
- Simple-gate area share of the yosys netlist: 6.197%
- Critical Path Start Type: input port
- Layout cell share with drive strength beyond 1: 26.97%
- Die X: ~90 µm
- Initial DRT Pass Iterations: 4
- Comb area: roughly 1400 µm²
- Sum of negative setup slack: 0 ns
- Fin. max-slew vios: 0
- Synth logic family: multiplexers
- Met3 global-route usage: under 10%
- # diodes: 0
- Routed WL: between 6000 and 7000 µm
- Chip Area, Yosys: roughly 3700 µm²
- Routed vias: ~2,200
- CTS clock-pin slew for the worst setup and hold paths: about 0.09 ns
- GRT Total Usage: a little under a fifth
- CTS tree: done
- Worst R2R Path Depth: 4
- Hold path cells: 1
- FF-to-FF setup slack: around 3.4 ns
- Clock root buffer master: clkbuf_8
- Pre-CTS setup slack: 2.459 ns
- Layer with the highest usage: met1
- Yosys cell count: between 200 and 300
- Synth mux share: between 20% and 30%
- Max Root-Sink Buffers: 2
- Unrepaired setup endpoints after global routing: no
- Final worst-path cycle share: between 40 and 50%
- Post-DP HPWL: between 4000 and 5000 µm
- Initial antenna violation count: 0
- Fill count: 543
- GR Layer Usage met2: approximately a quarter
- Min-delay src: spi_minst.rState[1]
- H-tree levels: 3
- WP data arrival: between 2 and 3 ns
- Tmin final: 2.575 ns
- CTS hold repair buffers: 0
- Area fraction in compound gates: under 10%
- RR Endpoint: rDataToFlash[5]
- CTS resizes: 0
- GRT overflow: 0
- Post-route cell area: about 4400 µm²
- RD Place Congestion: approximately 0.77
- Top area cell types: dfrtp_1, mux2_2, mux2_4, a22oi_1, dfstp_2
- Post-CTS Setup Bufs: 0
- Clk latency late pin: 0.34 ns
- First-pass GRT wire length: 10,470 µm
- Met1 Use GR: between 30 and 40%
- Setup WS post-layout: roughly 2.8 ns
- Worst EP required: ~5.6 ns
- Design Power: between 0.001 and 0.0015 W
[cells in the mapped netlist]
cell,number
a211oi_1,1
a211oi_4,1
a21oi_1,11
a221oi_1,1
a22o_1,2
a22oi_1,15
a31o_2,1
buf_1,1
buf_2,3
buf_6,1
clkbuf_1,8
dfrtp_1,83
dfstp_2,4
ha_1,3
inv_1,10
mux2_2,52
mux2_4,8
mux2i_1,7
nand2_1,16
nand2b_1,2
nand3_1,6
nor2_1,13
nor2b_1,4
nor3_1,2
nor4_1,2
o211a_1,1
o21a_1,1
o21ai_0,8
o21ai_1,3
o21ai_4,1
o31ai_1,1
o32ai_1,1
or2b_1,1
or3b_2,1
or4_4,1
[kinds of logic after synthesis]
family / count (synthesis)
fa+ha+maj: 3
simple gates: 48
mux: 67
compound gates: 48
buf+inv: 23
flops: 87
[cells in the final DEF, fill, tap and decap left out, drive strengths merged, types with 4 or more instances in the layout]
master and count:
clkdlybuf4s50 48, dfrtp 83, clkinv 4, a21oi 11, nor2 13, nand3 6
clkbuf 11, mux2i 7, inv 9, dfstp 4, mux2 60, a22oi 15
nand2 16, o21ai 12, nor2b 4
[layer usage]
metal	wire length (µm)	share of wire, %
met1	3059	50
met2	2805	46
met3	265	4.3
met4	31	0.50
met5	0	0
[worst max-delay path, stage by stage]
cell and delay [ns]:
clkdlybuf4s50_1 0.53, or3b_2 0.21, o21ai_4 0.08, a211oi_4 0.54, mux2_4 0.35
[where the power goes]
group | total [W] | switching, W | leakage (nW) | internal, W
Sequential | 0.000652 | 0.000000237 | 1.19 | 0.000651
Combinational | 0.0000401 | 0.0000165 | 0.841 | 0.0000236
Clock | 0.000479 | 0.000217 | 0.107 | 0.000262
[per-stage QoR]
step,hold slack (ns),instances,util [%]
floorplan,0.4160,276,-
global placement,0.4478,410,60.88
detailed placement,0.4573,410,60.88
CTS,0.4740,426,63.96
global route,0.5090,426,63.96
finish,0.4703,426,63.96
[sequential cells by signal, summed over array words and instances, names as in the netlist, 3 cells and up, named ones only]
name	flops
rRdData	8
spi_minst.rDataMosi	8
rDataToFlash	8
spi_minst.rBitCnt	3
rWrData	8
rAddress	24
spi_minst.rState	3
rState	5
spi_minst.rClkCnt	3
spi_minst.rDataMiso	8
[cell type report]
class,count,area share (%)
clock buffers,11,2.958
clock inverters,5,1.859
inverters,10,0.8732
multi-input cells,166,31.15
flip-flops and latches,87,49.13
well taps,96,2.704
repair buffers,51,11.32
[worst max-delay path by stage]
| stage | from | end |
|---|---|---|
| 4_1_cts | iRd | rDataToFlash[5] |
| 5_1_grt | iWr | rDataToFlash[2] |
| 6_report | iRd | rDataToFlash[5] |
Power figures rest on the tool's default switching activity, not on a simulated workload.
