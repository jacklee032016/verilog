==> flow/design.v <==
module 
	baudrate_gen
	#(
	parameter  N= 326
	)
	(
		input clk, rst,
		output bd_tick
	);				   
	localparam WIDTH = log2(N);
	reg [WIDTH-1:0] cnt_r;
	always@(posedge(clk), posedge(rst))
		if(rst)			   
			cnt_r <= {WIDTH{1'b0} };
		else
			begin
				if(cnt_r == N-1)
					cnt_r = {WIDTH{1'b0} };
				else
					cnt_r <= cnt_r + 1;
			end	
	assign bd_tick = (cnt_r == N-1)? 1'b1:1'b0;
	function integer log2(input integer n);
		integer i;
	begin
		log2 = 1;
		for (i = 0; 2**i < n; i = i + 1)
			log2 = i + 1;
	end
	endfunction
endmodule
module fifo
	#(parameter	  
		WORD = 8,
		SIZE = 8  
	)
	(
		input clk, rst,
		input wr,
		input [WORD-1:0] wr_data,
		input rd,
		output [WORD-1:0] rd_data,
		output full, empty
	);
	localparam N = $clog2(SIZE) + 1;  
	reg [WORD-1:0] fifo_buf [0:SIZE-1];	   
	reg [N-1:0] wr_index, rd_index, wr_index_n, rd_index_n;
	reg [N-1:0] wr_suc_index, rd_suc_index;  
	reg full_r, full_n, empty_r, empty_n;
	integer i;
	always@(posedge(clk), posedge(rst))
		if(rst)				  
			begin
				empty_r <= 1'b1;
				full_r <= 1'b0;	   	 
				wr_index <= {(N-1){1'b0}};
				rd_index <=	{(N-1){1'b0}};
				for(i=0; i<SIZE; i = i+1)
					fifo_buf[i] <= {(WORD-1){1'b0}};
			end
		else
			begin	   
				empty_r <= empty_n;
				full_r <= full_n;
				wr_index <= wr_index_n;
				rd_index <= rd_index_n;
				if( wr & ~full )
					fifo_buf[wr_index] <= wr_data;
			end
	assign rd_data = fifo_buf[rd_index];
	always@(*)	
		begin
		wr_index_n = wr_index;
		rd_index_n = rd_index;	 		
		wr_suc_index = wr_index + 1;
		rd_suc_index = rd_index + 1;
		empty_n = empty_r;
		full_n = full_r;
		casez ({wr, rd})		 
			2'b11:	 
			begin
				rd_index_n = rd_suc_index;
				wr_index_n = wr_suc_index;				
			end			
			2'b1z:  
			if(~full_r)
				begin
					if(wr_index == SIZE -1) 
						wr_index_n = {N-1{1'b0}};	 
					else
						wr_index_n = wr_suc_index;
					empty_n = 1'b0;
					if(wr_index_n == rd_index)
						full_n = 1'b1;
				end
			2'bz1:  
			if(~empty_r)
			begin
				if(rd_index == SIZE -1)
					rd_index_n = {(N-1){1'b0}};
				else
					rd_index_n = rd_suc_index;
				full_n = 1'b0;
				if(rd_index_n == wr_index)
					empty_n = 1'b1;
			end	 
			default:  
			begin
			end
		endcase	
	end		
	assign empty = empty_r;
	assign full = full_r;
endmodule
module uart
	#(parameter
		BAUDRATE_COUNT = 326,   
		DATA_BITS = 8,
		FIFO_SIZE = 8
	)
	(
		input clk, rst,
		output rx_ready,
		input rx,  
		output [DATA_BITS-1:0] rx_data,			
		input uart_rx,	 
		input tx,
		input [DATA_BITS-1:0] tx_data,	
		output tx_full,	 
		output uart_tx
	);
	wire bd_tick;
	reg tx_fifo_rd;
	wire tx_fifo_empty;
	wire [DATA_BITS-1:0] tx_fifo_rd_data;  
	reg uart_tx_start;
	wire uart_tx_done; 		  
	wire rd_ready;				 
	wire rd_empty, rx_full;
	wire [DATA_BITS-1:0] rx_rd_data;
	baudrate_gen 
		#(
		.N(BAUDRATE_COUNT)
		)
		baudrate_inst
		(
			.clk(clk),
			.rst(rst),
			.bd_tick(bd_tick)
		);
	fifo
	#(
		.WORD(DATA_BITS),
		.SIZE(FIFO_SIZE)
	)
	rx_fifo
	(			 
		.clk(clk),
		.rst(rst),
		.wr(rd_ready),  
		.wr_data(rx_rd_data), 
		.rd(rx),  
		.rd_data(rx_data),  
		.full(rx_full),  
		.empty(rd_empty)
 	);		
	assign rx_ready = ~rd_empty; 
	uart_rx	
	#(
		.DATA_BITS(DATA_BITS) 
	)
	rx_inst
	( 
		.clk(clk),
		.rst(rst),
		.bd_tick(bd_tick),
		.rx(uart_rx),
		.ready(rd_ready),
		.rd_data(rx_rd_data)
	);
	fifo
	#(
		.WORD(DATA_BITS),
		.SIZE(FIFO_SIZE)
	)
	tx_fifo
	(			 
		.clk(clk),
		.rst(rst),
		.wr(tx),
		.wr_data(tx_data),  
		.rd(tx_fifo_rd),
		.rd_data(tx_fifo_rd_data),  
		.full(tx_full),  
		.empty(tx_fifo_empty)
 	);			 
	uart_tx	
	#(
		.DATA_BIT(8),
		.STOP_BIT(1)
	)
	tx_inst
	( 
		.clk(clk),
		.rst(rst),
		.start(uart_tx_start),
		.bd_tick(bd_tick),
		.data(tx_fifo_rd_data),
		.tx(uart_tx),
		.tx_done(uart_tx_done)
	);
	localparam [1:0]
		TX_IDLE = 2'b00,
		TX_DATA = 2'b01,  
		TX_DONE = 2'b11;
	reg [1:0] state_tx;
	always@(posedge(clk), posedge(rst))
		if(rst)
			begin
				state_tx <= TX_IDLE;
			end
		else
			case (state_tx)
				TX_IDLE:
				begin
					if(~tx_fifo_empty)	
						begin
							state_tx <= TX_DATA;
							tx_fifo_rd <= 1'b1;
							uart_tx_start = 1'b1;
						end 
				end
				TX_DATA:
				begin
					state_tx = TX_DONE;
					tx_fifo_rd <= 1'b0;	
					uart_tx_start = 1'b0;
				end
				TX_DONE:
				begin	  
					if(uart_tx_done)
						state_tx = TX_IDLE;
				end	   
				default:
				begin
				end
			endcase
endmodule
module uart_rx
	#(parameter
	DATA_BITS = 8
	)
	(
		input clk, rst,
		input bd_tick,
		input rx,
		output ready,
		output [DATA_BITS-1:0] rd_data
	);
	localparam [1:0]
		S_IDLE 	= 2'b00,
		S_START = 2'b01,
		S_DATA 	= 2'b10,
		S_STOP 	= 2'b11;
	localparam D_CNT_SIZE = 4, TICK_CNT_SIZE = 6;	
	reg [D_CNT_SIZE-1:0] d_cnt_r, d_cnt_n;	 
	reg	[TICK_CNT_SIZE-1:0] tick_cnt_r, tick_cnt_n;	 
	reg [1:0] state_r, state_n;
	reg [DATA_BITS-1:0] data_r, data_n;	  
	reg ready_r, ready_n;
	always@(posedge(clk), posedge(rst))
		if(rst)
			begin
				state_r <= S_IDLE;
				d_cnt_r <= {(D_CNT_SIZE-1){1'b0}}; 
				tick_cnt_r <= {(TICK_CNT_SIZE-1){1'b0}}; 
				data_r <= {(DATA_BITS-1){1'b0}};
				ready_r <= 1'b0;
			end
		else
			begin
				state_r <= state_n;
				d_cnt_r <= d_cnt_n; 
				tick_cnt_r <= tick_cnt_n; 	 
				data_r <= data_n;
				ready_r <= ready_n;
			end
	always@(*)
		begin
			state_n = state_r;
			d_cnt_n = d_cnt_r;
			tick_cnt_n = tick_cnt_r;
			data_n = data_r;	
			ready_n = ready_r;
			case (state_r)
				S_IDLE:
				begin 					 
					ready_n = 1'b0;
					data_n <= {(DATA_BITS-1){1'b0}};
					if(~rx)
						begin
							tick_cnt_n = {(TICK_CNT_SIZE-1){1'b0}};
							state_n = S_START;
						end	
				end	
				S_START:
				begin
					if(rx)
						begin
							state_n = S_IDLE;
						end
					else if(bd_tick)
						begin
							if(tick_cnt_r == 7)
								begin
									state_n = S_DATA;
									d_cnt_n = {(D_CNT_SIZE-1){1'b0}};
									tick_cnt_n = {(TICK_CNT_SIZE-1){1'b0}};
								end
							else
								begin
									tick_cnt_n = tick_cnt_r + 1;
								end	
						end	
				end	
				S_DATA:	 
				if(bd_tick)
					begin
						if(d_cnt_r == 8)
							begin
								tick_cnt_n = {(TICK_CNT_SIZE-1){1'b0}};
								state_n = S_STOP;
							end	
						else if(tick_cnt_r == 15)	
							begin
								data_n = {rx, data_r[DATA_BITS-1:1]};
								d_cnt_n = d_cnt_r + 1;
								tick_cnt_n = {(TICK_CNT_SIZE-1){1'b0}};
							end	
						else
							tick_cnt_n = tick_cnt_r + 1;
					end	
				S_STOP:
				if(bd_tick)
					begin		
						if(tick_cnt_r == 15)
							begin
								ready_n = 1'b1;	  
								state_n = S_IDLE;
							end	 
						else
							tick_cnt_n = tick_cnt_r + 1;
					end	
				default:
				begin
				end	
			endcase
		end	
	assign ready = ready_r;	
	assign rd_data = data_r;  
endmodule
module uart_tx
	#(parameter
		DATA_BIT = 8,
		STOP_BIT = 1
	)
	(
		input clk, rst,
		input start, bd_tick,
		input wire [7:0] data,
		output wire tx,
		output wire tx_done
	);
	localparam [1:0]
		S_IDLE  = 2'b00,
		S_START = 2'b01,  
		S_DATA  = 2'b10,  
		S_STOP  = 2'b11;
	reg [1:0] state_r, state_n;
	reg [3:0] d_cnt_r, d_cnt_n;  
	reg [5:0] tick_cnt_r, tick_cnt_n;  
	reg tx_reg, tx_reg_n;  
	reg [7:0] tx_data_r, tx_data_n;
	reg tx_done_r, tx_done_n;
	always@(posedge(clk), posedge(rst))
		if(rst)
			begin
				state_r <= S_IDLE;
				d_cnt_r <= 4'b0000;
				tick_cnt_r <= 6'b00_0000;
				tx_reg <= 1'b1;	   							
				tx_data_r <= 8'b0000_0000;
				tx_done_r <= 1'b0;  
			end
		else
			begin
				state_r <= state_n;
				d_cnt_r <= d_cnt_n;
				tick_cnt_r <= tick_cnt_n;
				tx_reg <= tx_reg_n;			
				tx_data_r <= tx_data_n;
				tx_done_r = tx_done_n;
			end	
	always@(*)		
		begin
			state_n = state_r;
			d_cnt_n = d_cnt_r;
			tick_cnt_n = tick_cnt_r; 
			tx_done_n = tx_done_r;	
			tx_reg_n = tx_reg;
			tx_data_n = tx_data_r;
			case (state_r)
				S_IDLE:
				begin 	 
					tx_done_n = 1'b0;
					if(start)  
					begin	
						tick_cnt_n = 6'b00_0000;
						state_n = S_START;
						tx_data_n = data;
						tx_reg_n = 1'b0;
					end	
				end
				S_START:
				begin	
					if(tick_cnt_r == 16)  
						begin
							tick_cnt_n = 6'b00_0000;   
							d_cnt_n = 4'b0000;
							state_n = S_DATA;  
							tx_reg_n = tx_data_r[0];    
							tx_data_n = {1'b1, tx_data_r[7:1]}; 
						end	  
					if(bd_tick)	
						tick_cnt_n = tick_cnt_r + 1;
				end
				S_DATA:
				begin 	
					if(d_cnt_r == 8)
						begin							
							d_cnt_n = 4'b0000;
							tick_cnt_n = 6'b00_0000;
							state_n = S_STOP;  
							tx_reg_n = 1'b1;  
						end	
					else if(tick_cnt_r == 16 )
						begin
							d_cnt_n = d_cnt_r +1;
							tick_cnt_n = 6'b00_0000;   
							tx_reg_n = tx_data_r[0];    
							tx_data_n = {1'b1, tx_data_r[7:1]};  
						end
					else if(bd_tick)
						tick_cnt_n = tick_cnt_r + 1;
				end	
				S_STOP:	 				
				begin	 
					if(tick_cnt_r == 16)  
						begin			 
							tx_done_n = 1'b1; 
							state_n = S_IDLE;
						end
					else if(bd_tick)
						tick_cnt_n = tick_cnt_r + 1;
				end
				default:
				begin
				end	
			endcase
		end
	assign tx = tx_reg;
	assign tx_done = tx_done_r;
endmodule
==> flow/run.sh <==
#!/bin/bash
# OpenROAD 26Q1-2900-gdf79404cd8, Yosys 0.63+post, stock flow scripts
make -C /OpenROAD-flow-scripts/flow DESIGN_CONFIG=/design/flow/config.mk WORK_HOME=/design/flow/orfs finish
==> flow/config.mk <==
export PLATFORM = sky130hd
export DESIGN_NAME = uart
export DESIGN_NICKNAME = uart
export VERILOG_FILES = /design/flow/design.v
export SDC_FILE = /design/flow/constraint.sdc
export NUM_CORES = 4
export LEC_CHECK = 1
export CORE_UTILIZATION = 50
==> flow/constraint.sdc <==
current_design uart

set clk_period 5.8
set clk_io_pct 0.2

create_clock -name clk0 -period $clk_period [get_ports {clk}]

set non_clock_inputs [all_inputs -no_clocks]
set_input_delay [expr $clk_period * $clk_io_pct] -clock clk0 $non_clock_inputs
set_output_delay [expr $clk_period * $clk_io_pct] -clock clk0 [all_outputs]
==> flow_summary.toml <==
# synthesis and place-and-route metrics
[finish]
fin_area_sq_um = 11500
areaGrowthSynthToFinish_pct = 11.7
reg.largest.list = "rx_fifo.fifo_buf (64), tx_fifo.fifo_buf (64), baudrate_inst.cnt_r (9)"
drive_above_1_share_pct = 21.3
stdcell_count = 1201

[logic_synthesis]
async_reset_ff_share_pct = 99.5
synth_cell_types = 71
ys_area_sq_um = 10300
ys_top_logic_family = "multiplexers"
synthAdderAreaFrac_pct = 4.14
yosys_warnings = 6
ys_cells = 900
top_area_cell = "dfrtp_1"
syn_avg_cell_area_sq_um = 11.4
synth_cells = 900
simple_gate_area_share_pct = 10.6
ys_sh_mux_pct = 15.2
yosysSeqAreaShare_pct = 50.8
syn-cell-area_sq_um = 10300
yosys.area_share.xor_xnor_pct = 1.96
synth_top_area_share_pct = 48.9
aoi_share_pct = 14.1
synth.most_common_cell = "dfrtp_1"
top_cells_by_count = "dfrtp_1 (201), mux2_2 (137), nand2_1 (57)"
ys_ff = 208
edf_count = 1
synthFlopType = "dfrtp_1"
top_cells_by_area = "dfrtp_1 (49%), mux2_2 (15%), ha_1 (4.1%)"

[sta]
post-route-min-period_ps = 4360
finalClockPeriodUsage_pct = 75.1
hold_viol_final = 0
setup_violations = 0
whs_ps = 480
setup_tns_ps = 0
maxSlewViolCount = 0
relSlewSlack_pct = 44.2
fmax_mhz = 229
rsz0062_at_grt = "false"
fin_skew_ps = 10.6
tightest_slew_ps = 837

[global_routing]
grt_pass1_wl_um = 37600
track_usage_pct = 22.9
grt_start_max_net_pins = 64
grt_pass1_vias = 7259
grt-ovfl-total = 0
antenna_found_initial = 0

[clocking]
clk_path_buf_depth = 3
clk_pin_slew_ps = 60
cts.repair.resized = 0
clock-root-buffer = "clkbuf_16"
post-cts-setup-buffers = 0
insertion_delay_ps = 510
holdBufCountCts = 0
clock_sinks = 208
cts.htree.levels = 1
cts_tree = "built"
cts_buffers = 24

[floorplanning]
fp_util_pct = 50.9
row_count = 52
dieArea_sq_um = 21100
core_sq_um = 20200
die_w_um = 145
die.size.y_um = 145
io_pins = 24

[place]
place_area_sq_um = 10700
post-dp-hpwl_um = 14600
numPortBuffers = 23
gp_congestion = 0.918
place_inst = 1158

[power]
p_sw_mw = 1.48
internal_power_mw = 3.30
power_density_nw_per_um2 = 416
p_total_mw = 4.78
pwr-share-comb_pct = 28.6
p_leak_nw = 5.20
p_sw_share_pct = 30.9
p_clk_share_pct = 29.9
irDropWorstVdd_uv = 360
p_seq_share_pct = 41.6

[detailed_routing]
met3_wirelength_um = 996
viasPerCell = 5.94
route.antenna.remaining_nets = 0
wl_met2_um = 10600
antennaDiodeCount = 0
vias = 7129
post-route-drc-count = 0
post_drt_wl_per_cell_um = 18.5
wl_met1_um = 10000
dr.pass1.iters = 5
drtIter0Drc = 455
routed_wl_um = 22200
top_layer_used = "met4"

[setup_path]
path_cells = "inv_1 -> ha_1 -> a22o_1 -> a221oi_1 -> a21oi_1 -> nor2_1 -> a31oi_1 -> clkdlybuf4s50_1"
max_stage_delay_ps = 840
rrSetupSlack_ps = 2760
startpoint_type = "register"
crit_path_end_kind = "output pin"
critPathLaunch = "rx_fifo.rd_index[2]"
cp-endpoint = "rx_data[1]"
crit_arrival_ps = 3200
path_class = "register to output pin"
reg2reg_to = "tx_inst.tx_data_r[0]"
path_max_fanout = 24
reg2reg_from = "tx_fifo.rd_index[0]"
critPathRequiredTime_ps = 4640
crit_slowest_cell = "dfrtp_1"
r2r_cells = 7

[worst_hold_path]
hold_path.class = "register to register"
min_from = "state_tx[1]"

[job]
tool_warnings = 45
max_cap_violations = 0

[status]
outcome = "finished clean"
## cell families after synthesis
kind of cell	count (synthesis)
adders and majority gates	34
buffers and inverters	82
xor gates and xnor gates	23
muxes	139
and+or+nand+nor	212
DFF	208
AOI/OAI and AO/OA	202
## power by group through the flow
stage         sequential [mW]  clock [mW]  combinational, mW
CTS                      1.98        1.46               1.37
global route             2.03        1.52               1.52
finish                   1.99        1.43               1.37
## cell type report
class	count	area, sq um
clock inverter	2	10.0
tap	270	338
inverter	38	146
sequential	208	5220
clock buffer	41	746
fill	1644	8690
timing repair buffer	32	298
multi-input combinational	610	4720
## placed cells by master, fill, tap and decap left out, types with 4 or more instances in the layout
cell type        count
dfrtp_1            201
mux2_2             137
nand2_1             57
nor2_1              51
o21ai_0             39
inv_1               37
ha_1                34
a21oi_1             31
nand3_1             26
clkbuf_16           25
clkdlybuf4s50_1     23
a31oi_1             17
a222oi_1            17
nor3_1              14
xnor2_1             13
a221oi_1            11
o31ai_1             10
xor2_1              10
nand4_1             10
clkbuf_1            10
buf_4                9
nor2b_1              8
a22o_1               8
and3_1               8
a211oi_1             7
a21bo_1              7
a211o_1              6
a22oi_1              6
clkbuf_8             6
dfstp_2              6
o41ai_1              5
o211ai_1             5
a21o_1               5
nor3b_1              5
a221o_1              5
nand3b_1             4
nand2b_1             4
## layer usage
layer	track usage [%]	vias to the layer above
met4	4.84	0
met5	0	-
li1	-	3353
met2	36.2	159
met3	3.55	41
met1	35.4	3576
## per-stage QoR
step	setup WS (ps)	utilization, %
floorplan	1060	-
global placement	2010	53.2
detailed placement	1980	53.2
CTS	1420	56.9
global route	1210	56.9
finish	1440	56.9
## critical path: cells and delay by family (launching register included)
kind	cells	cell delay, ps
AND/OR/NAND/NOR	1	90
AND-OR/OR-AND	4	720
buffers and inverters	2	670
flip-flops	1	840
adder cells (fa/ha/maj)	1	370
## how the worst min path moves through the flow
stage | end | cells after the start
4_1_cts | tx_inst.tx_data_r[0] | 2
6_report | state_tx[2] | 2
5_1_grt | tx_inst.tx_data_r[3] | 2
No activity file was given, so power comes from the tool's default toggle rates.
